### flow/run.sh
#!/bin/bash
# OpenROAD 26Q1-2900-gdf79404cd8, Yosys 0.63+post, stock flow scripts
make -C /OpenROAD-flow-scripts/flow DESIGN_CONFIG=/design/flow/config.mk WORK_HOME=/design/flow/orfs finish
### flow/config.mk
export PLATFORM = sky130hd
export DESIGN_NAME = Count_Div4_ShiftReg
export DESIGN_NICKNAME = Count_Div4_ShiftReg
export VERILOG_FILES = /design/flow/design.v
export SDC_FILE = /design/flow/constraint.sdc
export NUM_CORES = 4
export LEC_CHECK = 1
export CORE_AREA = 10 10 75 75
export DIE_AREA = 0 0 85 85
### flow/constraint.sdc
current_design Count_Div4_ShiftReg

set clk_period 1.7
set clk_io_pct 0.2

create_clock -name clk0 -period $clk_period [get_ports {clk}]

set non_clock_inputs [all_inputs -no_clocks]
set_input_delay [expr $clk_period * $clk_io_pct] -clock clk0 $non_clock_inputs
set_output_delay [expr $clk_period * $clk_io_pct] -clock clk0 [all_outputs]
### flow/design.v
`timescale 1ns / 1ps
module Count_Div4_ShiftReg(clk, rst_n, cnt, sftreg, ld, sw);
    input clk, rst_n, ld;
    input [3:0] sw;
    output [5:0] sftreg;
    output [3:0] cnt;
    wire rst = ~rst_n;
    reg [3:0] cnt;
    always @(posedge clk) begin
        if (rst) cnt <= 4'b0;
        else if (ld) cnt <= sw;
        else cnt <= cnt + 4'b1;
    end
    reg [1:0]div4_cnt;
    wire d4_stb = (div4_cnt[1:0] == 2'b11);
    always @(posedge clk) begin
        if (rst) div4_cnt <= 2'b0;
        else div4_cnt <= (div4_cnt + 1'b1);
    end
    reg [5:0]sftreg;
    initial sftreg = 6'b000001;
    always @(posedge clk) begin
        if (rst)
            sftreg <= 6'b000001;
        else if (d4_stb) begin
            if (sftreg[5]) sftreg = 6'b000001;
            else sftreg <= {sftreg[4:0], 1'b0};
        end
    end
endmodule
==> run notes <==
run metrics: outcome=completed, final setup skew=0.9831 ps, Worst-path clk slew=50 ps, clock insertion delay at the later pin of the skew report=~240 ps, pre-CTS setup slack=about 260 ps, cell with the largest stage delay on the worst path=clkdlybuf4s50_1, Static Leak=0.2773 nW, global-route usage over all layers=2.824%, total iterations of the first detailed-routing run=2, Die Height=85 µm, maximum number of pins on one net before global-route repair=13, count of buffers from port buffering=16, fp_density=12.61%, endpoints failing setup=0, Overflow after GRT=0, Gates resized, CTS repair=0, H-tree levels=1, Std-Cell Rows=23, share of the core filled with cells in the final layout=19.06%, type of element launching the critical path=register, Post-synth top flop=dfxtp_1, wirelength, routed=about 1.0 mm, Largest cells by area=dfxtp_1 (47%), nand2b_1 (9.8%), nand3b_1 (7.3%), a21boi_0 (5.9%), ha_1 (4.9%), count of hold-fix buffers inserted at cts=0, post-synthesis instance area=slightly above 500 µm², number of cells after detailed placement=112, leading cell type in the layout, fill and taps excluded=clkdlybuf4s50_1, cell accounting for the most synthesized area=dfxtp_1, setup repair after global routing missed its margin=no, die width=85 µm, average size of a mapped cell=10.66 µm², total placed instance area=718.2 µm², portion of the post-synthesis area used by sequential elements=~47%, number of nets with antenna violations after detailed routing=0, crit path time final=1506 ps, gate count of the mapped netlist=48, number of cells in the yosys synthesis report=48, overall chip area=0.007225 mm², # clock sinks=12, Slew @ Worst Pin=373.8 ps, setup bufs post-CTS=0, clock tree from TritonCTS=done, clock buffer depth=2, Top Ports=17, Layout area overhead=51.10%, synthesized-area fraction occupied by adder cells=4.890%, top library cells by usage in the layout, fill and taps aside=clkdlybuf4s50_1 (16), dfxtp_1 (12), nand2b_1 (8), nand3b_1 (5), dominant kind of combinational cell=simple AND/OR/NAND/NOR gates, count of final max-slew check failures=0, CP Buf/Inv Count=1, worst path required time=~1400 ps, area share of the leading cell type in the synthesized netlist=a little under half, proportion of synthesized area in mux cells=3.912%, kind of end point of the critical path=primary output, critical path cell sequence=clkdlybuf4s50_1, non-filler cells, final=between 100 and 150, critical path depth in cells=1, post-route setup slack=about 190 ps, Routed wire per std cell=9.009 µm, tool warning count=25, standard cell core area=0.004058 mm², vias per cell=~3.4, power density relative to cell area=slightly below 900 mW/mm², XOR/XNOR Area Share=1.711%, critical path start-end classification=reg -> out, gpl congestion=0.6804, Yosys warnings=1, Worst path top cell family by delay=buffers and inverters, origin of the worst min-delay path=div4_cnt[0], min-delay worst type=reg -> reg, Chip Area, Yosys=511.7 µm², launching instance or port of the critical path=sftreg[5], final critical-path share of the clock period=about nine tenths, number of endpoints with negative hold slack in the final report=0, largest stage delay on the critical path=a little over 500 ps, compound-gate portion of the synthesized area=14.91%, cell depth of the worst flop-to-flop path=3, Unique cell types=18, Worst Path Arrival=around 1200 ps, overall power=0.6840 mW, summed area of non-filler cells in the final layout=773.2 µm², RR Startpoint=div4_cnt[0], layout cell share with drive strength beyond 1=6.061%, total via count after detailed routing=roughly 390, antenna violations before repair=0, clock root cell=clkbuf_8, setup tns final=0 ps, simple-gate portion of the synthesized area=24.45%, worst reg2reg setup slack=about 610 ps, worst setup path end=sftreg[5], maximum frequency from static timing analysis=663.8 MHz, via count of the first global-routing pass=398, total DRC errors in the routed layout=0, max cap viols=0, number of synthesized register bits=12, Fin Hold WS=approximately 420 ps, async set-or-reset flop fraction in the synthesized netlist=0%, number of enable flip-flop cells=0, Max IR drop VDD=0.0003651 V, # diodes=0, crit-path max FO=8, global-route wire length before repair=around 1.7 mm, destination of the worst register-to-register timing path=sftreg[0], cts bufs inserted=3, worst slew margin relative to its limit=between 70 and 80%, 1st-iter DRT viols=5
==> synthesized netlist by cell type (2+ instances only) <==
| master | n |
|---|---|
| nand2_1 | 2 |
| nand3b_1 | 5 |
| nor2b_1 | 2 |
| a21boi_0 | 4 |
| dfxtp_1 | 12 |
| ha_1 | 2 |
| nand2b_1 | 8 |
| a21boi_1 | 2 |
| mux2i_1 | 2 |
==> cell families (layout without fill, tap and decap cells) <==
logic type | after synthesis | in the layout
compound gates | 9 | 9
xor+xnor | 1 | 1
fa+ha+maj | 2 | 2
buf+inv | 2 | 20
flops | 12 | 12
mux | 2 | 2
simple gates | 20 | 20
==> power by group <==
part | switching, mW | internal [mW]
sequential | 0.0115 | 0.296
clock | 0.102 | 0.204
combinational | 0.0206 | 0.0486
total | 0.135 | 0.549
==> flip-flops by register name (all words and copies together) (netlist names) <==
name	cells
sftreg	6
cnt	4
div4_cnt	2
==> area by class of cell <==
class	instances	area (µm²)
well taps	50	62.56
multi-input cells	34	255.2
clock buffers	4	55.05
flip-flops and latches	12	240.2
fillers	434	3284
repair buffers	16	160.2
==> layer usage <==
metal	GRT usage [%]	up-vias	share of wire, %
met1	3.091	174	44
met2	3.747	17	37
met3	2.987	2	18
met4	0.4491	0	0.86
li1	-	201	-
met5	0	-	0
==> worst min-delay path by stage <==
stage | end | cells past startpoint
after CTS | div4_cnt[0] | 1
after global routing | div4_cnt[0] | 1
final | div4_cnt[0] | 1
Power figures rest on the tool's default switching activity, not on a simulated workload.
